==> ./design.v <==
module full_adder(a, b, cin, s);
    input a, b, cin;
    output s;
    assign s = a ^ b ^ cin;
endmodule
module carry_block(a, b, cin, g, p, cout);
    input a, b, cin;
    output g, p, cout;
    wire g, p;
    assign g = a & b;
    assign p = a | b;
    assign cout = g | (p & cin);
endmodule
module carry_lookahead_4bit(a, b, cin, sum, cout, mode);
    input[3:0] a, b;  
    input mode, cin;
    output[3:0] sum;
    output cout;
    wire[3:0] negb;
    assign negb = ~b;
    wire p0, p1, p2, p3;
    wire g0, g1, g2, g3;
    wire c0_1;
    wire c1_2;
    wire c2_3;
    wire c3_4;
    full_adder  f0(.a(a[0]), .b(mode ? negb[0] : b[0]), .cin(cin), .s(sum[0]));
    carry_block c0(.a(a[0]), .b(mode ? negb[0] : b[0]), .cin(cin), .p(p0), .g(g0), .cout(c0_1));
    full_adder  f1(.a(a[1]), .b(mode ? negb[1] : b[1]), .cin(c0_1), .s(sum[1]));
    carry_block c1(.a(a[1]), .b(mode ? negb[1] : b[1]), .cin(c0_1), .p(p1), .g(g1), .cout(c1_2));
    full_adder  f2(.a(a[2]), .b(mode ? negb[2] : b[2]), .cin(c1_2), .s(sum[2]));
    carry_block c2(.a(a[2]), .b(mode ? negb[2] : b[2]), .cin(c1_2), .p(p2), .g(g2), .cout(c2_3));
    full_adder  f3(.a(a[3]), .b(mode ? negb[3] : b[3]), .cin(c2_3), .s(sum[3]));
    carry_block c3(.a(a[3]), .b(mode ? negb[3] : b[3]), .cin(c2_3), .p(p3), .g(g3), .cout(c3_4));
    assign cout = g3 | (p3 & c3_4);
endmodule
module carry_lookahead(a, b, sum, overflow, mode);
    input[15:0] a, b;
    input mode;
    output[15:0] sum;
    output overflow;
    wire[15:0] b_in;
    wire[15:0] CLASum;
    wire c0_1;
    wire c1_2;
    wire c2_3;
    wire c3_4;
    wire[15:0] neg, pos;
    assign neg = 16'h8000;
    assign pos = 16'h7fff;
    assign b_in = mode ? ~b : b;
    carry_lookahead_4bit cla0(.a(a[3:0]), .b(b_in[3:0]), .cin(mode), .sum(CLASum[3:0]), .cout(c0_1), .mode(1'b0));
    carry_lookahead_4bit cla1(.a(a[7:4]), .b(b_in[7:4]), .cin(c0_1), .sum(CLASum[7:4]), .cout(c1_2), .mode(1'b0));
    carry_lookahead_4bit cla2(.a(a[11:8]), .b(b_in[11:8]), .cin(c1_2), .sum(CLASum[11:8]), .cout(c2_3), .mode(1'b0));
    carry_lookahead_4bit cla3(.a(a[15:12]), .b(b_in[15:12]), .cin(c2_3), .sum(CLASum[15:12]), .cout(c3_4), .mode(1'b0));
    assign sum = (a[15] & b_in[15] & ~CLASum[15]) ? neg : 
                 ((~a[15] & ~b_in[15] & CLASum[15]) ? pos : CLASum);
    assign overflow = (a[15] & b_in[15] & ~CLASum[15]) | (~a[15] & ~b_in[15] & CLASum[15]);
endmodule
module dff (q, d, wen, clk, rst);
    output q;  
    input d;  
    input wen;  
    input clk;  
    input rst;  
    reg state;
    assign q = state;
    always @(posedge clk) begin
    state <= rst ? 0 : (wen ? d : state);
    end
endmodule
module dff_4bit (q, d, wen, clk, rst);
    output[3:0] q;
    input clk, rst, wen;
    input[3:0] d;
    dff b0 (.q(q[0]),  .d(d[0]),  .wen(wen), .clk(clk), .rst(rst));
    dff b1 (.q(q[1]),  .d(d[1]),  .wen(wen), .clk(clk), .rst(rst));
    dff b2 (.q(q[2]),  .d(d[2]),  .wen(wen), .clk(clk), .rst(rst));
    dff b3 (.q(q[3]),  .d(d[3]),  .wen(wen), .clk(clk), .rst(rst));
endmodule
module dff_16bit (q, d, wen, clk, rst);
    output[15:0] q;
    input clk, rst, wen;
    input[15:0] d;
    dff b0 (.q(q[0]),  .d(d[0]),  .wen(wen), .clk(clk), .rst(rst));
    dff b1 (.q(q[1]),  .d(d[1]),  .wen(wen), .clk(clk), .rst(rst));
    dff b2 (.q(q[2]),  .d(d[2]),  .wen(wen), .clk(clk), .rst(rst));
    dff b3 (.q(q[3]),  .d(d[3]),  .wen(wen), .clk(clk), .rst(rst));
    dff b4 (.q(q[4]),  .d(d[4]),  .wen(wen), .clk(clk), .rst(rst));
    dff b5 (.q(q[5]),  .d(d[5]),  .wen(wen), .clk(clk), .rst(rst));
    dff b6 (.q(q[6]),  .d(d[6]),  .wen(wen), .clk(clk), .rst(rst));
    dff b7 (.q(q[7]),  .d(d[7]),  .wen(wen), .clk(clk), .rst(rst));
    dff b8 (.q(q[8]),  .d(d[8]),  .wen(wen), .clk(clk), .rst(rst));
    dff b9 (.q(q[9]),  .d(d[9]),  .wen(wen), .clk(clk), .rst(rst));
    dff b10 (.q(q[10]),  .d(d[10]),  .wen(wen), .clk(clk), .rst(rst));
    dff b11 (.q(q[11]),  .d(d[11]),  .wen(wen), .clk(clk), .rst(rst));
    dff b12 (.q(q[12]),  .d(d[12]),  .wen(wen), .clk(clk), .rst(rst));
    dff b13 (.q(q[13]),  .d(d[13]),  .wen(wen), .clk(clk), .rst(rst));
    dff b14 (.q(q[14]),  .d(d[14]),  .wen(wen), .clk(clk), .rst(rst));
    dff b15 (.q(q[15]),  .d(d[15]),  .wen(wen), .clk(clk), .rst(rst));
endmodule
module cache_fill_FSM(clk, rst_n, miss_detected, miss_address, fsm_busy, write_data_array, write_tag_array, memory_address, memory_data, memory_data_valid);
    input clk, rst_n;
    input miss_detected;  
    input [15:0] miss_address;  
    output fsm_busy;  
    output write_data_array;  
    output write_tag_array;  
    output [15:0] memory_address;  
    input [15:0] memory_data;  
    input memory_data_valid;  
    wire fsm_busy_w;  
    wire[3:0] offset_out, offset_in;  
    wire[15:0] offset_16bit;
    assign offset_16bit = {12'h000, offset_out};
    dff fsm_state(.q(fsm_busy_w), .d(~fsm_busy_w), .wen((miss_detected & ~fsm_busy_w) | ((offset_16bit | 16'h000e) & fsm_busy_w)), .clk(clk), .rst(~rst_n));
    assign fsm_busy = fsm_busy_w;
    wire[15:0] block_start_w;
    dff_16bit block_start(.q(block_start_w), .d(miss_address & 16'hfff0), .wen(miss_detected & ~fsm_busy_w), .clk(clk), .rst(~rst_n));
    dff_4bit offset(.q(offset_out), .d(offset_in), .wen(memory_data_valid), .clk(clk), .rst(~rst_n));  
    carry_lookahead_4bit offset_adder(.a(offset_out), .b(4'h2), .cin(1'b0), .sum(offset_in), .cout(), .mode(1'b0));
    carry_lookahead memory_address_adder(.a(offset_16bit), .b(block_start_w), .sum(memory_address), .overflow(), .mode(1'b0));
    assign write_data_array = memory_data_valid;
    assign write_tag_array = (offset_16bit | 16'h000e);
endmodule
==> ./run.sh <==
#!/bin/bash
# OpenROAD 26Q1-2900-gdf79404cd8, Yosys 0.63+post, stock flow scripts
make -C /OpenROAD-flow-scripts/flow DESIGN_CONFIG=/design/flow/config.mk WORK_HOME=/design/flow/orfs finish
==> ./config.mk <==
export PLATFORM = sky130hd
export DESIGN_NAME = cache_fill_FSM
export DESIGN_NICKNAME = cache_fill_FSM
export VERILOG_FILES = /design/flow/design.v
export SDC_FILE = /design/flow/constraint.sdc
export NUM_CORES = 4
export LEC_CHECK = 1
export CORE_AREA = 10 10 71 71
export DIE_AREA = 0 0 81 81
==> ./constraint.sdc <==
current_design cache_fill_FSM

set clk_period 1.3
set clk_io_pct 0.2

create_clock -name clk0 -period $clk_period [get_ports {clk}]

set non_clock_inputs [all_inputs -no_clocks]
set_input_delay [expr $clk_period * $clk_io_pct] -clock clk0 $non_clock_inputs
set_output_delay [expr $clk_period * $clk_io_pct] -clock clk0 [all_outputs]
==> Changelog: implementation <==
## Implementation

- Post-DR wirelength/cell: between 10 and 15 um
- Critical path class: input pin to output pin
- Via count: 585
- Fp_density: 0.224
- Filler cell count: ~390
- Post-route worst setup slack: 0.176 ns
- Simple Share, Synth: 0.162
- Share of cell area taken by muxes after synthesis: 0.172
- Synth Warn #: 2
- Highest clock rate: 890 MHz
- Layout area overhead: 45.1%
- Cell variety after synth: 14
- Required time at the worst-slack endpoint: between 1 and 1.5 ns
- Mean Syn Cell Area: between 9 and 10 um2
- Largest delay contributor family on the critical path: buffers and inverters
- Total leakage power: around 0.62 nW
- Cell Int Power: 0.939 mW
- Aggregate negative setup slack: 0 ns
- Top fanout value on the critical path: 4
- Cts bufs inserted: 3
- Relative contribution of sequential cells to total power: 0.459
- Maximum number of pins on one net before global-route repair: 13
- # DRC: 0
- Total tool warning count: 45
- Starting DRT DRC Count: 15
- Endpoint kind of the worst setup timing path: output pin
- DR pass1 iterations: 4
- Synth Instances: 86
- Buffer type at the clock tree root: clkbuf_8
- Share of synthesized cell area in and-or and or-and compound cells: 0.00923
- Largest logic family: buffers and inverters
- Final Cycle Share: 0.864
- Buf+Inv Stages, Crit Path: 2
- Total detailed-routing wirelength: 1730 um
- Maximum clock path buffer count: 2
- Core ar.: between 0.003 and 0.004 mm2
- Grt ovf: 0
- First-pass GRT wire length: approximately 2700 um
- Worst-case hold slack: 0.331 ns
- HPWL reported at the end of detailed placement: 1310 um
- Number of synthesized register bits: 16
- Place WS: -0.279 ns
- Final Util: 0.325
- Outcome: completed
- Worst hold path class: input pin to flop
- Detail Route Antenna Nets: 0
- Max_cap viols: 0
- Setup crit start kind: input pin
- Chip Footprint: 0.00656 mm2
- Share of power burned in the clock network: 0.365
- Switch share: 0.206
- Critical path's largest stage delay: ~0.47 ns
- Arrival time at the worst endpoint: 0.86 ns
- Final number of setup-violating endpoints: 0
- Late-Pin Clk Latency: 0.24 ns
- Antenna violations before repair: 0
- Sequential cell area fraction in the yosys report: 0.394
- Number of standard cells in the final layout excluding fillers: 161
- Switch Pwr: roughly 0.24 mW
- Share of synthesized cell area in full adder, half adder and majority cells: 0.0154
- Via-per-instance ratio: between 3 and 4
- Number of global-route vias before repair: a little under 600
- Fin. max-slew vios: 0
- Die extent in x: 81 um
- Cell chain of the critical path: clkbuf_2 > clkdlybuf4s50_1
- Xor+xnor area frac: 0.0108
- CTS tree: yes
- Max stage delay cell, worst path: clkdlybuf4s50_1
- Min cycle time layout: 1.12 ns
- Chip area line of the yosys report: 813 um2
- Power share of the combinational group: 0.176
- Clock transition at the registers of the reported paths: 0.06 ns
- # rows: 22
- Skew final: approximately 0.00056 ns
- Finished Cell Area: between 0.001 and 0.0015 mm2
- Die Height: slightly above 80 um
- Mapped cell area: 813 um2
- Weighted congestion reported at the end of routability-driven placement: 0.699
- Worst VDD drop: approximately 0.53 mV
- GRT Total Usage: 0.0510
- Layout cells sized above 1: 0.301
- Yosys Instances: 86
- Number of cells after detailed placement: 149
- Unrepaired setup endpoints after global routing: no
- Post-placement cell area: 0.00105 mm2
- CTS sink count: 16
- Count of boundary I/O pins: 55
- Deepest level of the CTS H-tree: 1
- Number of I/O port buffers: 32
- Power density over the cells: 1000 mW/mm2
- Final Total Pwr: 1.18 mW
- Final count of hold timing violations: 0
- Antenna cell count: 0
path summary, 6_finish.rpt:
| kind | start | to | slack (ns) | cells after the start |
|---|---|---|---|---|
| worst max-delay path | memory_data_valid | write_data_array | 0.18 | 2 |
| worst min-delay path | memory_data_valid | offset.b3.state$_SDFFE_PN0P_ | 0.33 | 3 |
| worst max register to register | offset.b1.state$_SDFFE_PN0P_ | offset.b2.state$_SDFFE_PN0P_ | 0.30 | 4 |
| worst min register to register | block_start.b13.state$_SDFFE_PN0P_ | block_start.b13.state$_SDFFE_PN0P_ | 0.45 | 2 |
metal layers:
layer,vias to the layer above,part of all wire,track usage,wire [um]
li1,305,-,-,-
met3,0,0.14,0.0356,234
met2,26,0.42,0.0812,723
met5,-,0,0,0
met1,254,0.45,0.0585,770
met4,0,0,0.00173,0
cell usage in the layout (no fill, tap or decap):
master,n
ha_1,1
o21a_1,1
buf_12,1
nand2_1,26
or2b_1,1
dlymetal6s2s_1,5
conb_1,2
dlygate4sd2_1,11
nor2b_1,1
buf_4,11
dfxtp_2,16
clkdlybuf4s50_1,15
nor2b_4,1
clkbuf_2,1
xor2_1,1
mux2i_1,14
and2_1,1
clkbuf_8,4
state kept, by name, summed over array words and instances, names as in the netlist:
name and flops:
block_start.b14.state 1, offset.b1.state 1, offset.b2.state 1, block_start.b15.state 1, offset.b3.state 1, fsm_state.state 1, block_start.b9.state 1, block_start.b11.state 1
block_start.b12.state 1, block_start.b10.state 1, block_start.b6.state 1, block_start.b13.state 1, block_start.b7.state 1, block_start.b5.state 1, block_start.b8.state 1, block_start.b4.state 1
power by group through the flow:
stage / combinational (mW) / sequential (mW) / clock (mW)
global route: 0.234 / 0.547 / 0.478
CTS: 0.215 / 0.543 / 0.460
finish: 0.209 / 0.543 / 0.432
logic make-up after synthesis:
logic type / count (synthesis)
flops: 16
compound gates: 1
fa+ha+maj: 1
xor+xnor: 1
mux: 14
simple gates: 30
other cells: 1
buf+inv: 22
what timing repair did:
action,4_1_cts,5_1_grt
hold buffers,0,0
gates resized,29,6
endpoints found under the setup margin,17,6
buffers inserted,6,2
Yosys cell counts, drive strengths merged:
cell type	number	area [um2]
xor2	1	8.76
nand2	26	97.6
nor2b	2	20.0
buf	22	189
dfxtp	16	320
or2b	1	7.51
and2	1	6.26
o21a	1	7.51
ha	1	12.5
mux2i	14	140
conb	1	3.75
area by class of cell:
class | count | area, um2 | area share
timing repair buffer | 44 | 417 | 0.353
sequential | 16 | 340 | 0.288
multi-input combinational | 49 | 308 | 0.261
tap | 48 | 60.1 | 0.0509
clock buffer | 4 | 55.1 | 0.0467
Power is estimated from default activity; no workload was simulated.
